==> /design/flow/config.mk <==
export PLATFORM = sky130hd
export DESIGN_NAME = nibbleadd
export DESIGN_NICKNAME = nibbleadd
export VERILOG_FILES = /design/flow/design.v
export SDC_FILE = /design/flow/constraint.sdc
export NUM_CORES = 4
export LEC_CHECK = 1
export CORE_AREA = 10 10 70 70
export DIE_AREA = 0 0 80 80
==> /design/flow/constraint.sdc <==
current_design nibbleadd

set clk_period 2.1
set clk_io_pct 0.2

create_clock -name clk0 -period $clk_period

set non_clock_inputs [all_inputs -no_clocks]
set_input_delay [expr $clk_period * $clk_io_pct] -clock clk0 $non_clock_inputs
set_output_delay [expr $clk_period * $clk_io_pct] -clock clk0 [all_outputs]
==> /design/flow/design.v <==
`timescale 1ns / 1ps
module nibbleadd(
    input [7:0]A,
    input [7:0]B,
    input ctrl,
    output reg [4:0]q
);
    always@(A or B or ctrl) begin
    if (ctrl == 1'b0) begin  
        q = (A[3:0] + B[3:0]);  
    end
    if (ctrl == 1'b1) begin  
        q = (A[7:4] + B[7:4]);  
    end
end
endmodule
==> /design/flow/run.sh <==
#!/bin/bash
# OpenROAD 26Q1-2900-gdf79404cd8, Yosys 0.63+post, stock flow scripts
make -C /OpenROAD-flow-scripts/flow DESIGN_CONFIG=/design/flow/config.mk WORK_HOME=/design/flow/orfs finish
==> flow_metrics.env <==
# implementation run metrics
export IMPL_post_synth_num_cell_types=20
export IMPL_power_uw=140
export IMPL_io_buffer_count=22
export IMPL_storage_cell_area_um2=0
export IMPL_syn_instance_count=42
export IMPL_final_util_pct=19.7
export IMPL_layout_cells_non_filler=113
export IMPL_seq_share_synth_pct=0
export IMPL_setup_violations_final=0
export IMPL_grt_start_max_net_pins=9
export IMPL_number_of_max_cap_violations=0
export IMPL_yosys_cells=42
export IMPL_report_final_hold_viol_count=0
export IMPL_outcome="completed"
export IMPL_yosys_stat_area_um2=342
export IMPL_critPathArrivalTime_ns=1.61
export IMPL_timing_final_max_slew_violations=0
export IMPL_holdPathEnd="q[4]"
export IMPL_timing_critical_path_to_type="primary output"
export IMPL_dr_first_iter_drc_count=7
export IMPL_fp_dieW_um=80
export IMPL_leakage_nw=0.290
export IMPL_nFlopsAndLatches=0
export IMPL_die_area_um2=6400
export IMPL_stage_log_warnings=32
export IMPL_diodes=0
export IMPL_drt_pass1_iter_count=3
export IMPL_grt_total_usage_pct=3.45
export IMPL_grt_first_pass_wirelength_mm=1.79
export IMPL_fin_crit_sh_pct=96.4
export IMPL_via_per_inst=3.13
export IMPL_critical_path_startpoint_type="primary input"
export IMPL_max_vdd_ir_drop_v=0.0000771
export IMPL_placement_cell_area_um2=631
export IMPL_number_of_global_route_vias_before_repair=385
export IMPL_yosysWarningCount=1
export IMPL_place_gp_congestion=0.724
export IMPL_most_common_layout_cells="11 x dlygate4sd2_1, 4 x buf_2"
export IMPL_ant_nets=0
export IMPL_timing_critical_path_required_ns=1.68
export IMPL_floorplanUtilization_pct=10.0
export IMPL_cts_hold_buffers=0
export IMPL_syn_area_per_cell_um2=8.13
export IMPL_finalWorstPathRequiredPeriod_ns=2.03
export IMPL_placeableCoreArea_um2=3420
export IMPL_antenna_violations_before_repair=0
export IMPL_finalHoldWorstSlack_ns=1.37
export IMPL_grt_overflow=0
export IMPL_die_height_um=80
export IMPL_critPathKind="primary input to primary output"
export IMPL_setup_repair_after_global_routing_missed_its_margin="false"
export IMPL_post_route_cells_drive_above_1_share_pct=41.8
export IMPL_clockBufferCount=0
export IMPL_final_routed_wirelength_mm=1.14
export IMPL_netlist_area_um2=342
export IMPL_detailed_route_drc_error_count=0
export IMPL_hold_depth=5
export IMPL_worst_slew_pin_transition_ns=0.185
export IMPL_routedWlPerCell_um=10.1
export IMPL_post_place_cells=112
export IMPL_p_per_cell_area_nw_per_um2=209
export IMPL_num_io_pins=22
export IMPL_slew_headroom_pct=87.6
export IMPL_final_cell_area_um2=672
export IMPL_hold_path_startpoint="A[3]"
export IMPL_worstHoldPathType="primary input to primary output"
export IMPL_area_growth_synth_to_final_pct=96.7
export IMPL_fmax_mhz=494
export IMPL_timing_critical_path_fanout_max=3
export IMPL_rows=21
export IMPL_layout_top_cell_excl_fill_tap="dlygate4sd2_1"
export IMPL_route_vias_total=354
==> report_power, final <==
part / internal, mW / switching, mW / total [mW]
clock network: 0 / 0 / 0
registers: 0 / 0 / 0
logic: 0.0846 / 0.0556 / 0.140
total: 0.0846 / 0.0556 / 0.140
==> layout make-up <==
class	instances	area, µm²
fillers	384	2740
multi-input cells	35	372
repair buffers	26	220
well taps	46	57.6
inverters	6	22.5
==> metrics by stage <==
step | worst slack (ns) | setup TNS [ns]
final | 0.0750 | 0
after detailed placement | -0.698 | -2.65
after global routing | 0.00235 | 0
after CTS | 0.00816 | 0
after floorplan | 0.402 | 0
after global placement | -0.709 | -2.65
==> routing by layer <==
| metal | wire length (µm) | vias up | track usage [%] |
|---|---|---|---|
| met1 | 544 | 145 | 4.73 |
| met4 | 0 | 0 | 0 |
| met3 | 107 | 0 | 1.25 |
| met5 | 0 | - | 0 |
| li1 | - | 196 | - |
| met2 | 486 | 13 | 5.38 |
==> synth_stat cells <==
cell type | instances | area (µm²)
ha_1 | 8 | 100
inv_1 | 6 | 22.5
a21oi_1 | 5 | 25.0
nor2b_1 | 3 | 18.8
fa_1 | 2 | 40.0
nand3_1 | 2 | 10.0
nor2_1 | 2 | 7.51
o21ai_0 | 2 | 10.0
a22oi_1 | 1 | 7.51
and3_4 | 1 | 11.3
and4b_1 | 1 | 10.0
buf_6 | 1 | 11.3
mux2_2 | 1 | 11.3
mux2i_1 | 1 | 10.0
nand2_1 | 1 | 3.75
nand2b_1 | 1 | 6.26
nor2_2 | 1 | 6.26
nor4_2 | 1 | 12.5
xnor2_1 | 1 | 8.76
xor2_1 | 1 | 8.76
==> worst max-delay path, cell delays in order <==
cell and delay [ns]:
dlygate4sd2_1 0.26, ha_4 0.29, a21oi_2 0.06, and4b_1 0.21, nor4_2 0.23, buf_2 0.14
==> worst max path at each step <==
stage | startpoint | to | slack (ns) | cells past startpoint
CTS | B[4] | q[4] | 0.008 | 8
global route | B[6] | q[3] | 0.002 | 6
finish | B[6] | q[3] | 0.07 | 6
==> kinds of logic (layout without fill, tap and decap cells) <==
logic type      after synthesis  in the layout  share of synthesized area [%]
compound gates                8              8                           12.5
buf+inv                       7             32                           9.89
fa+ha+maj                    10             10                           41.0
xor+xnor                      2              2                           5.13
mux                           2              2                           6.23
simple gates                 13             13                           25.3
==> what timing repair did <==
action	4_1_cts	5_1_grt
endpoints found under the setup margin	5	3
pin swaps	15	11
hold endpoints to repair	0	0
resized	50	7
buffers inserted	0	1
cloned	0	0
